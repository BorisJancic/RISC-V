===== flow/config.mk =====
export PLATFORM = sky130hd
export DESIGN_NAME = ID_EX
export DESIGN_NICKNAME = ID_EX
export VERILOG_FILES = /design/flow/design.v
export SDC_FILE = /design/flow/constraint.sdc
export NUM_CORES = 4
export LEC_CHECK = 1
export CORE_AREA = 10 10 164 164
export DIE_AREA = 0 0 174 174

===== flow/constraint.sdc =====
current_design ID_EX

set clk_period 9.9
set clk_io_pct 0.2

create_clock -name clk0 -period $clk_period [get_ports {clock}]

set non_clock_inputs [all_inputs -no_clocks]
set_input_delay [expr $clk_period * $clk_io_pct] -clock clk0 $non_clock_inputs
set_output_delay [expr $clk_period * $clk_io_pct] -clock clk0 [all_outputs]

===== flow/design.v =====
module ID_EX(
        input clock,
        input reset,
        input branch,
        input stall,
        input valid_in,
        input[31:0] pc_in,
        input[6:0] opcode_in,
        input[2:0] funct3_in,
        input[6:0] funct7_in,
        input[4:0] rs1_in,
        input[4:0] rs2_in,
        input[4:0] rd_in,
        input[31:0] imm_in,
        input[31:0] reg_1_in,
        input[31:0] reg_2_in,
        output reg valid_out,
        output reg[31:0] pc_out,
        output reg[6:0] opcode_out,
        output reg[2:0] funct3_out,
        output reg[6:0] funct7_out,
        output reg[4:0] rs1_out,
        output reg[4:0] rs2_out,
        output reg[4:0] rd_out,
        output reg[31:0] imm_out,
        output wire[31:0] reg_1_out,
        output wire[31:0] reg_2_out
);
    assign reg_1_out = reg_1_in;
    assign reg_2_out = reg_2_in;
    always @(posedge clock) begin
        if (reset || branch || stall || !valid_in) begin
            valid_out <= 0;
            pc_out[31:0] <= pc_in[31:0];
            opcode_out <= 7'd0;
            funct3_out <= 3'd0;
            funct7_out <= 7'd0;
            rs1_out <= 5'd0;
            rs2_out <= 5'd0;
            rd_out <= 5'd0;
            imm_out <= 32'd0;
        end else begin
            valid_out <= 1;
            pc_out <= pc_in;
            opcode_out <= opcode_in;
            funct3_out <= funct3_in;
            funct7_out <= funct7_in;
            rs1_out <= rs1_in;
            rs2_out <= rs2_in;
            rd_out <= rd_in;
            imm_out <= imm_in;
        end
    end
endmodule

===== flow/run.sh =====
#!/bin/bash
# OpenROAD 26Q1-2900-gdf79404cd8, Yosys 0.63+post, stock flow scripts
make -C /OpenROAD-flow-scripts/flow DESIGN_CONFIG=/design/flow/config.mk WORK_HOME=/design/flow/orfs finish

==> flow_summary.json <==
{
  "run_status": "completed",
  "drive_gt1_share_pct": 4.533,
  "final-setup-viol-count": 0,
  "synthTopCellsByArea": "dfxtp_1 (67%), buf_4 (16%), and2_1 (14%)",
  "yosys_cells": 233,
  "synth_warnings": 1,
  "maxSlewViolCount": 0,
  "tns_ns": 0,
  "crit_fanout": 1,
  "timing.final.crit_share_pct": 40.01,
  "num_vias": 1932,
  "timing.final.crit_period_ns": 3.961,
  "row_count": 56,
  "chipArea_mm2": 0.03028,
  "number_of_buffers_created_by_cts": 9,
  "synthCells": 233,
  "synth_cell_type_count": 6,
  "grt_first_pass_wirelength_um": 14090,
  "irDropWorstVdd_mv": 0.05761,
  "io-pin-count": 326,
  "antenna_violations_before_repair": 0,
  "areaGrowthSynthToFinish_pct": 72.01,
  "initCoreUtil_pct": 12.47,
  "syn_area_mm2": 0.002919,
  "fmax_ghz": 0.2525,
  "postPlaceCellArea_mm2": 0.004745,
  "setup_slack_ns": 5.940,
  "drt_pass1_iterations": 3,
  "met2_wirelength_um": 4101,
  "die-width_um": 174,
  "drtIter0Drc": 47,
  "p_leak_nw": 1.864,
  "clock_tree.buffer_depth": 2,
  "average_cell_area_after_synthesis_um2": 12.53,
  "drt.antenna.violating_nets": 0,
  "core_mm2": 0.02340,
  "startpoint_to_endpoint_class_of_the_critical_path": "in -> out",
  "cts_num_sinks": 97,
  "cp.required_ns": 7.92,
  "max_slew.worst_pin.slew_ns": 0.6035,
  "htree_levels": 3,
  "detailed_place_hpwl_um": 7460,
  "detail_route.antenna_diodes": 0,
  "viasPerCell": 2.784,
  "setup_repair_after_global_routing_missed_its_margin": "no",
  "die_y_size_um": 174,
  "share_of_synthesized_area_occupied_by_flip_flops_and_latches_pct": 66.52,
  "finalInstanceArea_mm2": 0.005021,
  "end_kind": "primary output",
  "port_buffers": 197,
  "globalRouteTotalUtil_pct": 6.134,
  "routabilityCongestion": 0.7176,
  "synthDominantAreaCellType": "dfxtp_1",
  "pin_count_of_the_biggest_net_entering_global_routing": 66,
  "finalHoldViolations": 0,
  "total_congestion_overflow_after_global_routing": 0,
  "holdCritPathClass": "in -> reg",
  "synth-seq-cells": 97,
  "tritoncts": "built",
  "vias_in_the_first_global_route": 2121,
  "cts_root_buffer": "clkbuf_16",
  "pre_cts_ws_ns": 5.939,
  "wirelength_met1_um": 3493,
  "worst_slew_margin_rel_pct": 59.76,
  "cts.reportedPaths.clkPinSlew_ns": 0.07,
  "top_layer_used": "met4",
  "timing.critical_path.arrival_ns": 1.98,
  "total_length_of_routed_met3_wires_um": 1497,
  "holdBufCountCts": 0,
  "cts_resized": 0,
  "routed_wl_um": 9505,
  "cell_pwr_density_mw_per_mm2": 159.4,
  "instances_no_fill": 694,
  "warnings": 25,
  "synth-area-yosys_mm2": 0.002919,
  "post-route-util_pct": 21.46,
  "placed_cells": 679,
  "drt-wirelength-per-cell_um": 13.70,
  "cts_post_setup_buffers_inserted": 0,
  "yosysTopAreaCellShare_pct": 66.52,
  "critPathLaunchType": "input pin",
  "max-cap-violations": 0,
  "route.detailed.drc": 0
}
==> logic make-up after synthesis <==
| kind of cell | synth area share (%) |
|---|---|
| flip-flops | 66.52 |
| AND/OR/NAND/NOR | 14.53 |
| buffers and inverters | 18.95 |
==> per-stage QoR <==
stage,total power [mW],hold WS (ns)
after floorplan,0.4306,2.008
after global placement,0.4775,2.429
after detailed placement,0.4781,2.432
after CTS,0.8285,2.039
after global routing,0.8493,2.050
final,0.8003,2.072
==> cells in the mapped netlist <==
master / count
and2_1: 64
buf_2: 1
dfxtp_1: 97
nor4b_4: 1
buf_6: 6
buf_4: 64
==> registers in the layout, summed over array words and instances, names as in the netlist <==
signal and flops:
rd_out 5, rs2_out 5, opcode_out 7, funct7_out 7, funct3_out 3, pc_out 32, imm_out 32, rs1_out 5
valid_out 1
==> power by group <==
group	internal (mW)	total, mW	leakage [nW]	switching (mW)
Sequential	0.401	0.404	0.796	0.00257
Combinational	0.0539	0.0635	0.942	0.00959
Clock	0.173	0.333	0.126	0.160
Total	0.628	0.800	1.86	0.173
==> per-layer routing <==
metal / track usage [%] / up-vias
met2: 9.335 / 156
met1: 6.410 / 831
met4: 2.280 / 0
met3: 4.512 / 34
li1: - / 911
met5: 0 / -
==> placed cells by master, fill, tap and decap left out <==
cell	count
and2_1	64
buf_4	1
clkbuf_16	9
clkdlybuf4s50_1	197
clkinvlp_4	3
dfxtp_1	97
inv_6	2
inv_8	1
nor4b_4	1
==> path summary, 6_finish.rpt <==
kind  cells past startpoint            end    startpoint
min                       1     pc_out[14]     pc_in[14]
max                       0  reg_1_out[26]  reg_1_in[26]
==> final cells by class <==
type	count	area, um2
fill	2567	18380
clock inverter	6	51.30
clock buffer	9	225.2
tap	319	399.1
multi-input combinational	65	424.2
sequential	97	1942
timing repair buffer	198	1979
No activity file was given, so power comes from the tool's default toggle rates.
