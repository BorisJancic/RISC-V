===== design.v =====
module forward_EX(
        input wire[6:0] EX_opcode,
        input wire[4:0] EX_rs1,
        input wire[4:0] EX_rs2,
        input wire[31:0] EX_reg_1,
        input wire[31:0] EX_reg_2,
        input wire[6:0] ME_opcode,
        input wire[4:0] ME_rd,
        input wire[31:0] ME_alu_res,
        input wire WB_wb_enable,
        input wire[4:0] WB_rd,
        input wire[31:0] WB_reg_d,
        output reg[31:0] reg_1_selected,
        output reg[31:0] reg_2_selected
);
    wire forward_reg_1_ME;
    wire forward_reg_2_ME;
    wire forward_reg_1_WB;
    wire forward_reg_2_WB;
    assign forward_reg_1_ME = (
        EX_rs1 != 5'd0 && EX_rs1 == ME_rd &&
        (ME_opcode != 7'b1101111 && ME_opcode != 7'b1100111 && ME_opcode != 7'b0000011)
    );
    assign forward_reg_2_ME = (
        EX_rs2 != 5'd0 && EX_rs2 == ME_rd && EX_opcode != 7'b0100011 &&  
        ME_opcode != 7'b0000011 && ME_opcode != 7'b1101111 &&  
        ME_opcode != 7'b1100111
    );
    assign forward_reg_1_WB = (
        EX_rs1 != 5'd0 && EX_rs1 == WB_rd && WB_wb_enable
    );
    assign forward_reg_2_WB = (
        EX_rs2 != 5'd0 && EX_rs2 == WB_rd && WB_wb_enable
    );
    always @(*) begin
        case ({forward_reg_1_ME, forward_reg_1_WB})
            2'b00: begin reg_1_selected[31:0] = EX_reg_1[31:0]; end
            2'b01: begin reg_1_selected[31:0] = WB_reg_d[31:0]; end
            2'b10: begin reg_1_selected[31:0] = ME_alu_res[31:0]; end
            2'b11: begin reg_1_selected[31:0] = ME_alu_res[31:0]; end
        endcase
        case ({forward_reg_2_ME, forward_reg_2_WB})
            2'b00: begin reg_2_selected[31:0] = EX_reg_2[31:0]; end
            2'b01: begin reg_2_selected[31:0] = WB_reg_d[31:0]; end
            2'b10: begin reg_2_selected[31:0] = ME_alu_res[31:0]; end
            2'b11: begin reg_2_selected[31:0] = ME_alu_res[31:0]; end
        endcase
    end
endmodule

===== run.sh =====
#!/bin/bash
# OpenROAD 26Q1-2900-gdf79404cd8, Yosys 0.63+post, stock flow scripts
make -C /OpenROAD-flow-scripts/flow DESIGN_CONFIG=/design/flow/config.mk WORK_HOME=/design/flow/orfs finish

===== config.mk =====
export PLATFORM = sky130hd
export DESIGN_NAME = forward_EX
export DESIGN_NICKNAME = forward_EX
export VERILOG_FILES = /design/flow/design.v
export SDC_FILE = /design/flow/constraint.sdc
export NUM_CORES = 4
export LEC_CHECK = 1
export CORE_AREA = 10 10 111 111
export DIE_AREA = 0 0 121 121

===== constraint.sdc =====
current_design forward_EX

set clk_period 14.8
set clk_io_pct 0.2

create_clock -name clk0 -period $clk_period

set non_clock_inputs [all_inputs -no_clocks]
set_input_delay [expr $clk_period * $clk_io_pct] -clock clk0 $non_clock_inputs
set_output_delay [expr $clk_period * $clk_io_pct] -clock clk0 [all_outputs]

==> impl_metrics.yaml <==
# flow metrics
status:
  status: "completed"
critical_path:
  startpoint_type: "input port"
  arrival_ns: 5.39
  cp_max_fo: 44
  critPathRequiredTime_ns: 11.84
  crit_type: "in2out"
  worstSetupEndpointType: "primary output"
synth:
  avgSynthCellArea_um2: 7.97
  top_cell_area_share_pct: 32.1
  synthTopCellsByCount: "nand2_1, mux2i_1, o21ai_2"
  syn-cell-area_mm2: 0.00199
  synth_cell_types: 16
  yosysMostFrequentCell: "nand2_1"
  yosys_warnings: 1
  syn_inst: 250
  area_leaders: "mux2i_1, o21ai_2, nand2_1"
  ys_chip_area_mm2: 0.00199
  synth_top_cell_by_area: "mux2i_1"
  seq_area_frac_synth_pct: 0
  yosysCellCount: 250
final_timing:
  rsz0062_at_grt: "false"
  final_max_slew_viol_count: 0
  finalSetupViolations: 0
  finalHoldViolations: 0
  clock.fmax_mhz: 120
  slew_headroom_pct: 60.8
  tightest_slew_ns: 0.589
  fin_setup_tns_ns: 0
  finalCritPeriodShare_pct: 56.4
  post-route-min-period_ns: 8.35
drt:
  viasPerCell: 4.32
  drc_errors: 0
  wl_um: 10100
  ant_nets: 0
  vias: 2590
  antennaDiodeCount: 0
  routedWlPerCell_um: 16.9
  drt-initial-drc-count: 89
  dr.pass1.iters: 4
die:
  rows: 36
  io_pins: 227
  die_area_mm2: 0.0146
  initCoreUtil_pct: 20.2
  die_w_um: 121
  die_h_um: 121
  core_area_mm2: 0.00986
layout:
  syn2layout_area_growth_pct: 116
  layout-drive-gt1-share_pct: 16.1
  regArea_um2: 0
  nFlopsAndLatches: 0
  clkbuf_count: 0
  final_area_mm2: 0.00431
clock_tree:
  post_cts_buffers: 0
  cts_resized: 0
  postCtsHoldBufs: 0
power:
  ir_drop_mv: 0.0100
  report.power.total_mw: 0.111
  p_leak_nw: 1.32
  powerDensity_mw_per_mm2: 25.8
place:
  gp_congestion: 0.875
  dpl-instance-area_mm2: 0.00431
  dp_hpwl_um: 8820
  io_buffers: 227
global_route:
  grt_pass1_vias: 2763
  track_usage_pct: 12.7
  antenna_found_initial: 0
  grt.overflow.total: 0
  grt_max_degree: 45
  grt_pass1_wl_um: 15100
run:
  tool_warnings: 32
  maxCapViolCount: 0
hold_path:
  hp-class: "in2out"
-- layer usage --
| metal | vias to the layer above | track usage, % | wire length, µm |
|---|---|---|---|
| li1 | 1348 | - | - |
| met3 | 4 | 4.68 | 1100 |
| met1 | 1105 | 14.7 | 4080 |
| met2 | 133 | 22.7 | 4890 |
| met5 | - | 0 | 0 |
| met4 | 0 | 0.754 | 74 |
-- worst paths after layout --
| path | from | endpoint | slack, ns | cells after the start |
|---|---|---|---|---|
| setup / recovery | ME_opcode[2] | reg_1_selected[20] | 6.45 | 7 |
| hold / removal | ME_alu_res[2] | reg_2_selected[2] | 6.85 | 4 |
-- placed cells by master, fill, tap and decap left out --
cell type        netlist  final
clkdlybuf4s50_1        0    227
nand2_1               67     67
mux2i_1               64     64
o21ai_2               56     56
xnor2_1               16     16
o21ai_1                8      8
buf_4                  6      8
nor4_4                 4      4
xor2_1                 4      4
or4_4                  3      3
nand3_1                3      3
nor2_4                 2      2
nand4_1                2      2
a211oi_4               1      1
or4b_1                 1      1
o311ai_2               1      1
-- metrics by stage --
stage / hold slack [ns] / worst slack, ns / utilization, % / std cells
floorplan: 5.98 / 7.62 / - / 250
global placement: 6.86 / 6.45 / 43.7 / 600
CTS: 6.86 / 6.44 / 43.7 / 600
global route: 6.91 / 6.30 / 43.7 / 600
finish: 6.85 / 6.45 / 43.7 / 600
detailed placement: 6.85 / 6.42 / 43.7 / 600
-- cells by family (layout without fill, tap and decap cells) --
| kind of cell | count (synthesis) | after routing | share of synthesized area (%) |
|---|---|---|---|
| buf+inv | 18 | 235 | 9.04 |
| simple gates | 82 | 82 | 21.6 |
| compound gates | 66 | 66 | 28.4 |
| xor+xnor | 20 | 20 | 8.79 |
| mux | 64 | 64 | 32.1 |
-- area by class of cell --
class                      count  area [µm²]
timing repair buffer         235        2330
tap                          133         166
multi-input combinational    232        1810
fill                         946        5550
-- where the power goes --
part           leakage [nW]  internal [mW]  switching [mW]
logic                  1.32         0.0779          0.0333
registers                 0              0               0
clock network             0              0               0
total                  1.32         0.0779          0.0333
-- critical path, stage by stage --
cell	delay, ns
clkdlybuf4s50_1	0.42
or4_4	0.55
a211oi_4	0.32
nor4_4	0.09
buf_4	0.29
o21ai_2	0.21
clkdlybuf4s50_1	0.50
Power is estimated from default activity; no workload was simulated.
