--- /design/flow/run.sh ---
#!/bin/bash
# OpenROAD 26Q1-2900-gdf79404cd8, Yosys 0.63+post, stock flow scripts
make -C /OpenROAD-flow-scripts/flow DESIGN_CONFIG=/design/flow/config.mk WORK_HOME=/design/flow/orfs finish
--- /design/flow/config.mk ---
export PLATFORM = sky130hd
export DESIGN_NAME = execute
export DESIGN_NICKNAME = execute
export VERILOG_FILES = /design/flow/design.v
export SDC_FILE = /design/flow/constraint.sdc
export NUM_CORES = 4
export LEC_CHECK = 1
export CORE_UTILIZATION = 30
--- /design/flow/constraint.sdc ---
current_design execute

set clk_period 22.3
set clk_io_pct 0.2

create_clock -name clk0 -period $clk_period

set non_clock_inputs [all_inputs -no_clocks]
set_input_delay [expr $clk_period * $clk_io_pct] -clock clk0 $non_clock_inputs
set_output_delay [expr $clk_period * $clk_io_pct] -clock clk0 [all_outputs]
--- /design/flow/design.v ---
module execute(
        input reset,
        input valid,
        input[31:0] pc,
        input[6:0] opcode,
        input[2:0] funct3,
        input[6:0] funct7,
        input[31:0] imm,
        input[31:0] reg_1,
        input[31:0] reg_2,
        output reg[31:0] alu_res,
        output reg br_taken
);
    always @(*) begin
        case (opcode)
            7'b0010011: begin  
                case (funct3)
                    3'b000: begin  
                        alu_res[31:0] = reg_1[31:0] + imm[31:0];
                    end
                    3'b010: begin  
                        alu_res[31:0] = ($signed(reg_1[31:0]) < $signed(imm[31:0])) ? 1 : 0;
                    end
                    3'b011: begin  
                        alu_res[31:0] = ($unsigned(reg_1[31:0]) < $unsigned(imm[31:0])) ? 1 : 0;
                    end
                    3'b100: begin  
                        alu_res[31:0] = reg_1[31:0] ^ imm[31:0];
                    end
                    3'b110: begin  
                        alu_res[31:0] = reg_1[31:0] | imm[31:0];
                    end
                    3'b111: begin  
                        alu_res[31:0] = reg_1[31:0] & imm[31:0];
                    end
                    3'b001: begin  
                        alu_res[31:0] = reg_1[31:0] << { 27'b0, imm[4:0] };
                    end
                    3'b101: begin
                        case(funct7)
                            7'b0000000: begin  
                                alu_res[31:0] = reg_1[31:0] >> $unsigned({27'b0, imm[4:0]});
                            end
                            7'b0100000: begin  
                                alu_res[31:0] = $signed(reg_1[31:0]) >>> $signed({27'b0, imm[4:0]});
                            end
                            default: alu_res[31:0] = 32'h0000;
                        endcase
                    end
                    default alu_res[31:0] = 32'h0000;
                endcase
            end
            7'b0110011: begin  
                case(funct3)
                    3'b000: begin  
                        case(funct7)
                            7'b0000000: begin  
                                alu_res[31:0] = reg_1[31:0] + reg_2[31:0];
                            end
                            7'b0100000: begin  
                                alu_res[31:0] = reg_1[31:0] - reg_2[31:0];
                            end
                            default: alu_res[31:0] = 32'h0000;
                        endcase
                    end
                    3'b001: begin  
                        alu_res[31:0] = reg_1[31:0] << reg_2[4:0];
                    end
                    3'b010: begin  
                        alu_res[31:0] = ($signed(reg_1[31:0]) < $signed(reg_2[31:0])) ? 1 : 0;
                    end
                    3'b011: begin  
                        alu_res[31:0] = ($unsigned(reg_1[31:0]) < $unsigned(reg_2[31:0])) ? 1 : 0;
                    end
                    3'b100: begin  
                        alu_res[31:0] = reg_1[31:0] ^ reg_2[31:0];
                    end
                    3'b101: begin  
                        case(funct7)
                            7'b0000000: begin  
                                alu_res = reg_1 >> reg_2[4:0];
                            end
                            7'b0100000: begin  
                                alu_res = $signed(reg_1) >>> (reg_2[4:0]);	
                            end
                            default: alu_res[31:0] = 32'd0;
                        endcase
                    end
                    3'b110: begin  
                        alu_res[31:0] = reg_1[31:0] | reg_2[31:0];
                    end
                    3'b111: begin  
                        alu_res[31:0] = reg_1[31:0] & reg_2[31:0];
                    end
                endcase
            end
            7'b1100111, 7'b0000011, 7'b1110011: begin
                case (opcode)
                    7'b1100111: begin  
                        alu_res[31:0] = (reg_1[31:0] + imm[31:0]) & ~({ 31'b0, 1'b1 });
                    end
                    7'b0000011: begin  
                        alu_res[31:0] = reg_1[31:0] + $signed(imm[31:0]);
                    end
                    7'b1110011: begin  
                        alu_res[31:0] = 32'b0;
                    end
                    default alu_res[31:0] = 32'h0000;
                endcase
            end
            7'b0100011: begin  
                alu_res[31:0] = reg_1[31:0] + imm[31:0];
            end
            7'b1100011: begin  
                alu_res[31:0] = pc[31:0] + imm[31:0];            
            end
            7'b0110111, 7'b0010111: begin  
                case (opcode)
                    7'b0110111: alu_res[31:0] = imm[31:0];
                    7'b0010111: alu_res[31:0] = pc[31:0] + imm[31:0];
                    default alu_res[31:0] = 32'h0000;
                endcase
            end
            7'b1101111: begin  
                alu_res[31:0] = pc[31:0] + imm[31:0];
            end
            default: alu_res[31:0] = 32'h0000;
        endcase
    end
    always @(*) begin
        if (reset || !valid) begin
            br_taken = 0;
        end else begin
            case (opcode)
                7'b1100011: begin
                    case(funct3)
                        3'b000: begin  
                            br_taken = (reg_1 == reg_2) ? 1:0;
                        end
                        3'b001: begin  
                            br_taken = (reg_1 != reg_2) ? 1:0;
                        end
                        3'b100: begin  
                            br_taken = ($signed(reg_1) < $signed(reg_2)) ? 1:0;
                        end
                        3'b101: begin  
                            br_taken = ($signed(reg_1) >= $signed(reg_2)) ? 1:0;
                        end
                        3'b110: begin  
                            br_taken = ($unsigned(reg_1) < $unsigned(reg_2)) ? 1:0;
                        end
                        3'b111: begin  
                            br_taken = ($unsigned(reg_1) >= $unsigned(reg_2)) ? 1:0;
                        end
                        default: begin
                            br_taken = 0;
                        end
                    endcase
                end
                7'b1100111, 7'b1101111: begin
                    br_taken = 1;
                end
                default: begin
                    br_taken = 0;
                end
            endcase
        end
    end
endmodule
==> run notes <==
impl run done, here's what came out: status=finished clean, initial antenna violation count=5, cells after synthesis=2,607, GRT Total Usage=32.6%, Via density=6.35, Internal Power=0.171 mW, Avg Cell Area, Syn=6.56 sq um, Yosys cell types=94, critical-path cell list=clkdlybuf4s50_1 -> inv_1 -> ha_1 -> inv_1 -> fa_1 -> nor2b_1 -> o21ai_1 -> nand4_1 -> a311oi_1 -> o21ai_0 -> a2111oi_0 -> o21ai_0 -> a21boi_1 -> o311ai_0 -> and4_1 -> o311ai_1 -> clkdlybuf4s50_1, top-area cell type share of the netlist area=16.3%, setup TNS=0 ns, die x size=241 microns, number of max-cap violations=0, largest stage delay on the critical path=0.67 ns, P per Cell Area=23.7 mW/mm^2, die area=0.0579 sq mm, hold buffers post-CTS=0, Vias=21,827, Pre-antenna DRT Iters=6, Setup Fix Bufs, Post-CTS=0, per-cell routed wire length=27.8 microns, minimum clock period=15.12 ns, Critical Path Slowest Stage Cell=a2111oi_0, Post-CTS Resized=0, worst slew pin tran=1.01 ns, Sw Ratio=63.6%, Max Fclk=66.1 MHz, Switch Pwr=0.298 mW, violation count after the first detailed-route iteration=2,672, HP Class=in -> out, Rows=87, antenna-violating nets left=0, Worst setup SP type=input port, yosys warns=1, total grt overflow=0, fraction of layout cells with a size suffix above 1=6.71%, cell type with the largest total area=ha_1, Slew Limit Headroom=32.2%, Worst VDD drop=0.0000111 V, sequential area share after synthesis=0%, first-pass GRT wire length=137,000 microns, crit path capture type=primary output, hpwl dp=75,700 microns, fp_density=30.3%, Port Buffers=180, sequential cell area=0 sq um, Top cells by area=ha_1 (16%), mux2i_1 (10%), a21oi_1 (6.7%), nand2_1 (6.2%), o21ai_0 (4.9%), Residual DRC=0, die height=241 microns, RSZ-0062 raised after global routing=no, OpenROAD warnings=160, Setup violations, final=0, Syn Std Cell Area=0.0171 sq mm, Area Overhead vs Synth=15.6%, post-layout period usage of the worst path=67.8%, number of global-route vias before repair=20,110, CP Class=in -> out, total wire length=95,400 microns, Final Max Slew Viols=0, fillers=6,264, routability cong.=1.11, Crit Path Max Fanout=8, Hold Violations, Final=0, comb. cell area=0.0157 sq mm, Util after Layout=35.0%, registers=0, Top cell excl fill/tap=nand2_1, CLK BUF=0, yosys synthesis chip area=0.0171 sq mm, # IOs=180, most frequent cells in the layout=nand2_1 (281), a21oi_1 (229), ha_1 (223), Leak=8.36 nW, CP Data Required Time=17.84 ns, Yosys Instances=2,607, core area=0.0564 sq mm, WP data arrival=10.66 ns, largest net degree at the start of global routing=53
[through the flow]
stage,setup slack (ns),std cells,cell area [sq um],hold slack (ns),power [mW]
after floorplan,10.19,2607,17100,8.99,0.287
after global placement,7.62,3438,19800,10.07,0.453
after detailed placement,7.41,3438,19800,10.07,0.451
after CTS,7.38,3438,19800,10.07,0.453
after global routing,6.85,3438,19800,10.12,0.498
final,7.18,3439,19800,10.03,0.468
[critical path, delay by kind of cell]
| kind | cells | cell delay, ns |
|---|---|---|
| compound gates | 8 | 3.27 |
| fa+ha+maj | 2 | 0.65 |
| buf+inv | 4 | 1.61 |
| simple gates | 3 | 0.66 |
[power groups by stage]
stage                 registers, mW  clock network, mW  logic [mW]
after global routing              0                  0       0.498
after CTS                         0                  0       0.453
[kinds of logic after synthesis]
group / after synthesis / synth area share, %
XOR/XNOR: 86 / 4.41
buffers and inverters: 350 / 8.25
AND-OR/OR-AND: 951 / 37.0
multiplexers: 195 / 11.8
adder cells (fa/ha/maj): 227 / 16.8
AND/OR/NAND/NOR: 798 / 21.8
[metal layers]
metal  up-vias  global-route usage, %  part of all wire (%)
li1       9868                      -                     -
met1     10165                   45.4                    41
met2      1511                   47.4                    41
met3       277                   7.66                    12
met4         6                   15.2                   5.6
met5         -                      0                 0.032
[worst paths after layout]
kind  cells past startpoint  startpoint  slack (ns)     endpoint
max                      17    reg_1[0]        7.18   alu_res[0]
min                       4     imm[29]       10.03  alu_res[29]
[synth_stat cells (7+ instances only)]
cell / n
o21ai_0: 169
nor2_1: 217
a211o_1: 17
nand4_1: 20
nor2b_1: 15
inv_1: 143
or2_2: 15
and2_1: 13
nand2_1: 281
a31o_2: 11
clkbuf_1: 150
mux2_2: 17
a221oi_1: 33
o21a_1: 15
a31oi_1: 38
a311oi_1: 7
o311ai_0: 7
o211ai_1: 30
o22ai_1: 40
nor4_1: 17
o21ai_1: 10
a32oi_1: 7
mux2i_1: 174
xnor2_1: 58
nand3_1: 68
o21bai_1: 17
buf_4: 9
or4_1: 7
a21o_1: 41
and3_1: 33
a211oi_1: 79
a22o_1: 11
buf_2: 32
a22oi_1: 62
nand2b_1: 13
o221ai_1: 20
buf_1: 10
nor3_1: 55
a21oi_1: 230
a2111oi_0: 11
o31ai_1: 18
or3_1: 10
ha_1: 223
xor2_1: 28
[final cells by class]
| type | count | share of cell area (%) |
|---|---|---|
| multi-input cells | 2257 | 79.6 |
| inverters | 146 | 2.77 |
| well taps | 756 | 4.79 |
| repair buffers | 279 | 12.8 |
| diodes | 1 | 0.0127 |
No activity file was given, so power comes from the tool's default toggle rates.
